### ./constraint.sdc
current_design ex3

set clk_period 1.0
set clk_io_pct 0.2

create_clock -name clk0 -period $clk_period

set non_clock_inputs [all_inputs -no_clocks]
set_input_delay [expr $clk_period * $clk_io_pct] -clock clk0 $non_clock_inputs
set_output_delay [expr $clk_period * $clk_io_pct] -clock clk0 [all_outputs]
### ./run.sh
#!/bin/bash
# OpenROAD 26Q1-2900-gdf79404cd8, Yosys 0.63+post, stock flow scripts
make -C /OpenROAD-flow-scripts/flow DESIGN_CONFIG=/design/flow/config.mk WORK_HOME=/design/flow/orfs finish
### ./design.v
module ex3 (
	input [3:0] i,
	output [3:0] o
);
	assign o[0] = (~(i[3]) & i[0]) + (i[3] & ~(i[2]) & ~(i[1]) & i[0]);
	assign o[1] = (~(i[3]) & ~(i[1]) & i[0]) + (~(i[3]) & i[1] & ~(i[0])) + (i[3] & ~(i[2]) & ~(i[1]) & i[0]);
	assign o[2] = (~(i[3]) & ~(i[2]) & i[0]) + (~(i[3]) & ~(i[2]) & i[1]) + (~(i[3]) & i[2] & ~(i[1]) & ~(i[0])) + (i[3] & ~(i[2]) & ~(i[1]) & i[0]);
	assign o[3] = (~(i[3]) & i[2] & i[0]) + (~(i[3]) & i[2] & i[1]) + (i[3] & ~(i[2]) & ~(i[1]));
endmodule
module ex3_tb;
	reg [3:0] i;
	wire [3:0] o;
	ex3 ex3_i (.i(i), .o(o));
	integer k;
	initial begin
		$display("Time\ti\to");
		$monitor("%0t\t%b\t%b", $time, i, o);
		i = 0;
		for (k = 1; k < 10; k = k + 1)
			#10 i = k;
	end
endmodule
### ./config.mk
export PLATFORM = sky130hd
export DESIGN_NAME = ex3
export DESIGN_NICKNAME = ex3
export VERILOG_FILES = /design/flow/design.v
export SDC_FILE = /design/flow/constraint.sdc
export NUM_CORES = 4
export LEC_CHECK = 1
export CORE_AREA = 10 10 70 70
export DIE_AREA = 0 0 80 80
==> results.yml <==
# flow metrics
outcome:
  run_status: "complete, but fails checks"
  violations: "setup timing"
synthesis:
  ys_types: 9
  common_cells: "2 x o22ai_1, 2 x or4b_2"
  ys_seq_share_pct: 0
  syn_avg_cell_area_um2: 7.507
  ys_warn_count: 0
  ys_cells: 11
  yosys_area_um2: 82.58
  syn_inst: 11
  synth.top_cell.area_share_pct: 24.24
  netlist_area_um2: 82.58
  yosys.area.top_type: "or4b_2"
  top_cells_by_area: "or4b_2 24%, o22ai_1 15%, or2b_2 11%, xnor2_1 11%, o211ai_1 9.1%"
run:
  warning_count: 34
  maxCapViolations: 0
pwr:
  p_int_uw: 56.43
  p_per_area_mw_per_mm2: 335.5
  irDropWorstVdd_v: 0.0001323
  p_leak_nw: 0.1033
  power_frac_seq_pct: 0
  switching_share_pct: 36.60
  power.total_uw: 89.00
  power_switching_uw: 32.57
  pwr-share-clk_pct: 0
  combPwrFrac_pct: 100.0
global_routing:
  antenna_found_initial: 0
  grt-ovfl-total: 0
  first_global_vias: 133
  grt_use_total_pct: 1.247
  grt_max_degree: 7
  grt_pass1_wl_um: 634
cells_and_area:
  drive_gt1_share_pct: 82.61
  nClkBuffers: 0
  regArea_um2: 0
  fin_util_pct: 7.766
  logic_area_um2: 115.1
  fin_cells: 69
  ff_count: 0
  fill_cells: 414
  area_delta_synth_final_pct: 221.2
detailed_routing:
  finalWirelength_um: 428
  detail_route.vias_per_cell: 1.884
  vias: 130
  drc: 0
  avgRoutedWirePerCell_um: 6.203
  drtIter0Drc: 1
  antenna_left: 0
  antenna_cells: 0
  firstDrtPassIters: 2
die:
  coreArea_mm2: 0.003416
  die_h_um: 80
  fp_util_pct: 2.418
  die_w_um: 80
  chipArea_mm2: 0.006400
  std_cell_rows: 21
  io-pin-count: 8
critical_path:
  path_depth: 4
  crit_type: "input port to primary output"
  startpoint_type: "input port"
  slowest_delay_ns: 0.51
  worst_setup_path_end_kind: "primary output"
  cpLargestDelayFamily: "simple AND/OR/NAND/NOR gates"
  path_cells: "buf_6 > or4b_4 > o211ai_1 > buf_2"
  required_ns: 0.80
  cp_data_arrival_time_ns: 1.06
  crit_fanout: 3
  cp_slowest_cell: "or4b_4"
  path_buffers: 2
placed_design:
  gp_congestion: 0.6518
  dp.cells: 69
  port_buffers: 8
sta:
  finalMaxSlewViolations: 0
  timing.final.crit_share_pct: 126.2
  setup_viol: 2
  worst_slack_ns: -0.2616
  rsz0062_at_grt: "true"
  maxClockFrequency_ghz: 0.7926
  worst_pin_slew_ns: 0.1702
  relSlewSlack_pct: 88.60
  hold-worst-slack_ns: 0.6561
  min_period_ns: 1.262
  hold_viol_final: 0
  tns_ns: -0.4144
hold_path:
  hold_depth: 3
  hp-class: "input port to primary output"
clock_network:
  holdBufCountCts: 0
  cts_setup_buffers: 0
-- power groups by stage --
stage | Clock (mW) | Sequential [mW] | Combinational, mW
4_1_cts | 0 | 0 | 0.0892
5_1_grt | 0 | 0 | 0.0975
6_report | 0 | 0 | 0.0890
-- kinds of logic after synthesis --
| family | after synthesis | synth area share, % |
|---|---|---|
| AND/OR/NAND/NOR | 6 | 59.11 |
| AND-OR/OR-AND | 4 | 30.30 |
| XOR/XNOR | 1 | 10.61 |
-- per-layer routing --
| metal | global-route usage (%) | wire (um) | vias up |
|---|---|---|---|
| met5 | 0 | 0 | - |
| met4 | 0 | 0 | 0 |
| met3 | 0.4545 | 32 | 0 |
| met2 | 1.605 | 139 | 6 |
| met1 | 1.978 | 256 | 55 |
| li1 | - | - | 69 |
-- path summary, 6_finish.rpt --
kind	start	slack [ns]	endpoint
max	i[1]	-0.26	o[2]
min	i[3]	0.66	o[1]
-- metrics by stage --
step,area [um2],setup WS [ns]
floorplan,90.09,0.02170
detailed placement,257.7,-1.089
CTS,261.5,-0.2761
global route,265.3,-0.2954
global placement,257.7,-1.069
finish,265.3,-0.2616
-- layout make-up --
| type | count | area share (%) |
|---|---|---|
| Multi-Input combinational cell | 11 | 43.40 |
| Tap cell | 46 | 21.70 |
| Timing Repair Buffer | 12 | 34.91 |
-- tightest hold or removal path, delay by kind of cell --
| kind | cells | cell delay, ns |
|---|---|---|
| AND-OR/OR-AND | 1 | 0.05 |
| buffers and inverters | 2 | 0.20 |
-- cell usage in the layout, fill, tap and decap left out, drive strengths merged --
cell / instances
and2: 1
buf: 12
nand2b: 1
o211ai: 1
o21ai: 1
o22ai: 2
or2b: 2
or4b: 2
xnor2: 1
-- timing repair --
| item | CTS | global route |
|---|---|---|
| pin swaps | 7 | 3 |
| resized | 40 | 1 |
| setup endpoints to repair | 4 | 4 |
Power figures rest on the tool's default switching activity, not on a simulated workload.
